File: design.v
module VGA_Sync_Pulses 
 #(parameter TOTAL_COLS  = 800, 
   parameter TOTAL_ROWS  = 525,
   parameter ACTIVE_COLS = 640, 
   parameter ACTIVE_ROWS = 480)
  (input            i_Clk, 
   output           o_HSync,
   output           o_VSync,
   output reg [9:0] o_Col_Count = 0, 
   output reg [9:0] o_Row_Count = 0
  );  
  always @(posedge i_Clk)
  begin
    if (o_Col_Count == TOTAL_COLS-1)
    begin
      o_Col_Count <= 0;
      if (o_Row_Count == TOTAL_ROWS-1)
        o_Row_Count <= 0;
      else
        o_Row_Count <= o_Row_Count + 1;
    end
    else
      o_Col_Count <= o_Col_Count + 1;
  end
  assign o_HSync = o_Col_Count < ACTIVE_COLS ? 1'b1 : 1'b0;
  assign o_VSync = o_Row_Count < ACTIVE_ROWS ? 1'b1 : 1'b0;
endmodule
File: run.sh
#!/bin/bash
# OpenROAD 26Q1-2900-gdf79404cd8, Yosys 0.63+post, stock flow scripts
make -C /OpenROAD-flow-scripts/flow DESIGN_CONFIG=/design/flow/config.mk WORK_HOME=/design/flow/orfs finish
File: config.mk
export PLATFORM = sky130hd
export DESIGN_NAME = VGA_Sync_Pulses
export DESIGN_NICKNAME = VGA_Sync_Pulses
export VERILOG_FILES = /design/flow/design.v
export SDC_FILE = /design/flow/constraint.sdc
export NUM_CORES = 4
export LEC_CHECK = 1
export CORE_AREA = 10 10 92 92
export DIE_AREA = 0 0 102 102
File: constraint.sdc
current_design VGA_Sync_Pulses

set clk_period 3.4
set clk_io_pct 0.2

create_clock -name clk0 -period $clk_period [get_ports {i_Clk}]

set non_clock_inputs [all_inputs -no_clocks]
set_input_delay [expr $clk_period * $clk_io_pct] -clock clk0 $non_clock_inputs
set_output_delay [expr $clk_period * $clk_io_pct] -clock clk0 [all_outputs]
==> results.json <==
{
  "drc": 0,
  "post_cts_resized": 0,
  "area_delta_synth_final_pct": 38.0,
  "ys_seq_share": 0.515,
  "cp_slowest_cell": "clkdlybuf4s50_1",
  "grt_pass1_wl_um": 3510,
  "port_buffers": 22,
  "layout.area.comb_um2": 452,
  "crit_required_ps": 2720,
  "fp.dieH_um": 102,
  "clockBufferDepth": 2,
  "ctsHoldBuffers": 0,
  "yosys_warnings": 1,
  "grt_use_total": 0.0411,
  "fmax_mhz": 461,
  "setup_viol": 0,
  "cp-end-kind": "output port",
  "die_w_um": 102,
  "hold_class": "reg2reg",
  "ios": 23,
  "antenna_found_initial": 0,
  "p_leak_nw": 0.495,
  "ys_chip_area_um2": 971,
  "p_per_area_nw_per_um2": 305,
  "ctsRootBufferMaster": "clkbuf_8",
  "wl_um": 2220,
  "fin_tns_setup_ps": 0,
  "final_util": 0.207,
  "routed-via-count": 748,
  "crit_type": "reg2out",
  "finalCritPeriodShare": 0.637,
  "routabilityCongestion": 0.739,
  "rows": 29,
  "final_hold_viol_count": 0,
  "syn-instance-count": 91,
  "fin_skew_ps": 4.06,
  "drtIter0Drc": 33,
  "numCtsBuffers": 3,
  "cp-start-kind": "flip-flop",
  "outcome": "complete, no violations",
  "overflow": 0,
  "period_needed_ps": 2170,
  "firstDrtPassIters": 3,
  "grt_max_degree": 15,
  "fp_util": 0.150,
  "yosys_cells": 91,
  "path_clk_slew_ps": 70,
  "met2_usage": 0.0627,
  "n_antenna_cell": 0,
  "rsz0062_at_grt": "false",
  "avgSynthCellArea_um2": 10.7,
  "setup_slack_ps": 1230,
  "regArea_um2": 500,
  "hpwl_um": 1690,
  "warnings": 26,
  "cts.sinks": 20,
  "synth.distinct_cells": 29,
  "cts_tree": "yes",
  "critPathMaxFanout": 6,
  "path_cells": "nand4_1 -> nor2b_1 -> clkdlybuf4s50_1",
  "layout-drive-gt1-share": 0.102,
  "place_ws_ps": 1500,
  "grt_use_met1": 0.0580,
  "via_per_inst": 3.84,
  "slew_headroom": 0.566,
  "first_global_vias": 729,
  "coreArea_um2": 6460,
  "slew_violations": 0,
  "htree_levels": 1,
  "post-cts-setup-buffers": 0,
  "use_met3": 0.00954,
  "ir_drop_v": 0.000108,
  "clock_latency_ps": 250,
  "crit_arrival_ps": 1490,
  "cp_slowest_stage_delay_ps": 470,
  "maxCapViolCount": 0,
  "nFillCells": 715,
  "tightest_slew_ps": 645,
  "die_area_um2": 10400,
  "synth_area_um2": 971,
  "wl_per_cell_um": 11.4,
  "ant_nets": 0,
  "grt.busiest_layer": "met2",
  "ys.flops": 20
}
## synth_stat cells
master	n	area, um2
xnor2_1	4	35.0
or3_1	1	6.26
o41ai_1	1	8.76
nor4_2	1	12.5
inv_1	5	18.8
nand4bb_1	1	11.3
and4_2	1	10.0
nand4_1	4	25.0
nand3_1	6	30.0
a21oi_1	1	5.00
xor2_1	8	70.1
or4_1	1	7.51
nor2_1	11	41.3
o21ai_0	3	15.0
nor2b_1	3	18.8
nor3_2	1	10.0
o31ai_1	2	15.0
nand4_2	1	12.5
nand3_2	1	10.0
or4_4	1	11.3
a21oi_2	1	8.76
nand2_1	5	18.8
ha_1	3	37.5
a211oi_1	1	7.51
a31oi_1	1	6.26
nor3_1	2	10.0
edfxtp_1	10	300
or3_2	1	7.51
dfxtp_1	10	200
## power by group
group	total [mW]	switching [mW]	internal, mW	leakage [nW]
clock network	0.158	0.0746	0.0832	0.0228
registers	0.250	0	0.250	0.197
logic	0.000000275	0	0	0.275
total	0.408	0.0746	0.334	0.495
## layout make-up
class / instances / area share
clock buffer: 4 / 0.0336
sequential: 20 / 0.373
multi-input combinational: 66 / 0.337
inverter: 5 / 0.0140
timing repair buffer: 23 / 0.170
tap: 77 / 0.0719
## metrics by stage
| stage | hold slack, ps | instance area, um2 | power (mW) | cells |
|---|---|---|---|---|
| after CTS | 482 | 1340 | 0.415 | 195 |
| after global routing | 552 | 1340 | 0.424 | 195 |
| after floorplan | 430 | 971 | 0.256 | 91 |
| final | 476 | 1340 | 0.408 | 195 |
| after global placement | 459 | 1290 | 0.256 | 191 |
| after detailed placement | 464 | 1290 | 0.256 | 191 |
## flip-flops by register name, indices dropped and copies added, names as in the netlist
signal / count
o_Col_Count: 10
o_Row_Count: 10
## metal layers
metal	share of wire	wire, um	vias to the layer above
li1	-	-	384
met1	0.49	1080	353
met2	0.47	1040	9
met3	0.039	87	2
met4	0.0045	10	0
met5	0	0	-
## logic make-up after synthesis
logic type | count (synthesis) | share of synthesized area
and+or+nand+nor | 41 | 0.250
DFF | 20 | 0.515
xor gates and xnor gates | 12 | 0.108
AOI/OAI and AO/OA | 10 | 0.0683
buffers and inverters | 5 | 0.0193
adders and majority gates | 3 | 0.0387
## worst paths after layout
check	start	slack, ps	depth (start not counted)	to
setup / recovery	o_Row_Count[5]	1230	3	o_VSync
hold / removal	o_Col_Count[0]	480	1	o_Col_Count[0]
setup reg to reg	o_Row_Count[0]	1610	5	o_Row_Count[4]
hold reg to reg	o_Col_Count[0]	480	1	o_Col_Count[0]
## critical path, delay by kind of cell, from the launching register on
family | cells | cell delay [ps]
flops | 1 | 460
buf+inv | 1 | 470
simple gates | 2 | 310
## placed cells by master, fill, tap and decap left out, types with 2 or more instances in the layout
cell | Yosys | routed
dfxtp_1 | 10 | 10
edfxtp_1 | 10 | 10
xor2_1 | 8 | 8
o31ai_1 | 2 | 2
ha_1 | 3 | 3
nand2_1 | 5 | 5
nor2_1 | 11 | 11
xnor2_1 | 4 | 4
nor3_1 | 2 | 2
nor2b_1 | 3 | 3
nand4_1 | 4 | 4
clkbuf_8 | 0 | 3
clkdlybuf4s50_1 | 0 | 22
o21ai_0 | 3 | 3
nand3_1 | 6 | 6
inv_1 | 5 | 5
Power and IR drop assume default switching activity.
