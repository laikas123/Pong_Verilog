**config.mk**
```make
export PLATFORM = sky130hd
export DESIGN_NAME = VGA_Sync_Porch
export DESIGN_NICKNAME = VGA_Sync_Porch
export VERILOG_FILES = /design/flow/design.v
export SDC_FILE = /design/flow/constraint.sdc
export NUM_CORES = 4
export LEC_CHECK = 1
export CORE_AREA = 10 10 106 106
export DIE_AREA = 0 0 116 116
```
**constraint.sdc**
```tcl
current_design VGA_Sync_Porch

set clk_period 3.0
set clk_io_pct 0.2

create_clock -name clk0 -period $clk_period [get_ports {i_Clk}]

set non_clock_inputs [all_inputs -no_clocks]
set_input_delay [expr $clk_period * $clk_io_pct] -clock clk0 $non_clock_inputs
set_output_delay [expr $clk_period * $clk_io_pct] -clock clk0 [all_outputs]
```
**design.v**
```verilog
module Sync_To_Count 
 #(parameter TOTAL_COLS = 800,
   parameter TOTAL_ROWS = 525)
  (input            i_Clk,
   input            i_HSync,
   input            i_VSync, 
   output reg       o_HSync = 0,
   output reg       o_VSync = 0,
   output reg [9:0] o_Col_Count = 0,
   output reg [9:0] o_Row_Count = 0);
   wire w_Frame_Start;
  always @(posedge i_Clk)
  begin
    o_VSync <= i_VSync;
    o_HSync <= i_HSync;
  end
  always @(posedge i_Clk)
  begin
    if (w_Frame_Start == 1'b1)
    begin
      o_Col_Count <= 0;
      o_Row_Count <= 0;
    end
    else
    begin
      if (o_Col_Count == TOTAL_COLS-1)
      begin
        if (o_Row_Count == TOTAL_ROWS-1)
        begin
          o_Row_Count <= 0;
        end
        else
        begin
          o_Row_Count <= o_Row_Count + 1;
        end
        o_Col_Count <= 0;
      end
      else
      begin
        o_Col_Count <= o_Col_Count + 1;
      end
    end
  end
  assign w_Frame_Start = (~o_VSync & i_VSync);
endmodule
module VGA_Sync_Porch #(parameter VIDEO_WIDTH = 3,   
                        parameter TOTAL_COLS  = 3,   
                        parameter TOTAL_ROWS  = 3,   
                        parameter ACTIVE_COLS = 2,
                        parameter ACTIVE_ROWS = 2)
  (input i_Clk,
   input i_HSync,
   input i_VSync,
   input [VIDEO_WIDTH-1:0] i_Red_Video,
   input [VIDEO_WIDTH-1:0] i_Grn_Video,
   input [VIDEO_WIDTH-1:0] i_Blu_Video,
   output reg o_HSync,
   output reg o_VSync,
   output reg [VIDEO_WIDTH-1:0] o_Red_Video,
   output reg [VIDEO_WIDTH-1:0] o_Grn_Video,
   output reg [VIDEO_WIDTH-1:0] o_Blu_Video
   );
  parameter c_FRONT_PORCH_HORZ = 18;
  parameter c_BACK_PORCH_HORZ  = 50;
  parameter c_FRONT_PORCH_VERT = 10;
  parameter c_BACK_PORCH_VERT  = 33;
  wire w_HSync;
  wire w_VSync;
  wire [9:0] w_Col_Count;
  wire [9:0] w_Row_Count;
  reg [VIDEO_WIDTH-1:0] r_Red_Video = 0;
  reg [VIDEO_WIDTH-1:0] r_Grn_Video = 0;
  reg [VIDEO_WIDTH-1:0] r_Blu_Video = 0;
  Sync_To_Count #(.TOTAL_COLS(TOTAL_COLS),
                  .TOTAL_ROWS(TOTAL_ROWS)) UUT 
  (.i_Clk      (i_Clk),
   .i_HSync    (i_HSync),
   .i_VSync    (i_VSync),
   .o_HSync    (w_HSync),
   .o_VSync    (w_VSync),
   .o_Col_Count(w_Col_Count),
   .o_Row_Count(w_Row_Count)
  );
  always @(posedge i_Clk)
  begin
    if ((w_Col_Count < c_FRONT_PORCH_HORZ + ACTIVE_COLS) || 
        (w_Col_Count > TOTAL_COLS - c_BACK_PORCH_HORZ - 1))
      o_HSync <= 1'b1;
    else
      o_HSync <= w_HSync;
    if ((w_Row_Count < c_FRONT_PORCH_VERT + ACTIVE_ROWS) ||
        (w_Row_Count > TOTAL_ROWS - c_BACK_PORCH_VERT - 1))
      o_VSync <= 1'b1;
    else
      o_VSync <= w_VSync;
  end
  always @(posedge i_Clk)
  begin
    r_Red_Video <= i_Red_Video;
    r_Grn_Video <= i_Grn_Video;
    r_Blu_Video <= i_Blu_Video;
    o_Red_Video <= r_Red_Video;
    o_Grn_Video <= r_Grn_Video;
    o_Blu_Video <= r_Blu_Video;
  end
endmodule
```
**run.sh**
```bash
#!/bin/bash
# OpenROAD 26Q1-2900-gdf79404cd8, Yosys 0.63+post, stock flow scripts
make -C /OpenROAD-flow-scripts/flow DESIGN_CONFIG=/design/flow/config.mk WORK_HOME=/design/flow/orfs finish
```
==> deck_impl_summary.md <==
Implementation Results

CTS
  – Cts bufs inserted: 5
  – Total setup buffers inserted after CTS: 0
  – Total number of clock tree sinks: 42
  – Worst-skew pair later-pin latency: between 0.2 and 0.3 ns
  – Number of buffers added to fix hold violations after cts: 0
  – Clock tree from TritonCTS: yes
  – Quantity of gates resized following cts: 0
  – CTS Root Buffer Type: clkbuf_8
  – Number of levels the H-tree was split into: 2
  – Longest Clk Path Bufs: 2
  – Clock slew seen by the registers of the worst setup and hold paths: 0.08 ns

Floorplanning
  – Number of primary I/O pins: 23
  – Std-Cell Rows: 34
  – Chip Area: ~0.013 sq mm
  – Core utilization before placement: 0.163
  – Core box area: between 0.008 and 0.009 sq mm
  – Width of the die: roughly 120 um
  – DIE HEIGHT: around 120 um

Drt
  – Detailed Route Iter0 Violations: 33
  – Antenna diode instance count: 0
  – Final antenna-violating net count: 0
  – Count of unresolved DRC violations after routing: 0
  – Number of vias in the routed layout: 1012
  – Average detailed-routed wire length per instance: just under 10 um
  – Number of vias per cell: approximately 3.7
  – Drt total wl: around 2700 um
  – Number of detailed-routing iterations run before antenna repair: 4

Min path
  – Cell depth of the worst hold path: 0
  – Hold Crit Start: r_Red_Video[2]$_DFF_P_
  – Hold EP: o_Red_Video[2]$_DFF_P_
  – Class of the worst hold path: reg -> reg

Flow run
  – Max-cap violations: 0
  – OpenROAD warnings: 27

Final timing
  – Setup WS post-layout: between 1 and 1.5 ns
  – Remaining max-slew budget at the tightest pin: 0.618
  – Portion of the clock cycle consumed by the worst path in the final layout: 0.625
  – Hold Worst Slack: between 0.3 and 0.4 ns
  – Summed negative setup slack over all endpoints: 0 ns
  – Hold Vio Cnt, Final: 0
  – Clk_skew: about 0.0031 ns
  – Pin slew with the least headroom to its limit: between 0.5 and 0.6 ns
  – Final setup violation count: 0
  – Number of pins with negative max-slew slack in the final report: 0
  – Unrepaired setup endpoints after global routing: no
  – Minimum clock period after layout: 1.88 ns
  – Maximum operating frequency: ~530 MHz

Setup path
  – Cells traversed along the worst timing path: inv_1 -> ha_1 -> nor4b_4 -> nand3_2 -> or4_1 -> a21oi_1
  – Number of cells on the worst reg-to-reg path: 6
  – Startpoint of the worst register-to-register path: UUT.o_Col_Count[0]$_SDFF_PP0_
  – Worst Path Max Fanout: 11
  – Nature of the critical path endpoint: flop
  – Critical Path AT: roughly 2.1 ns
  – Critical Path Source Type: flop
  – Register-to-Register Setup Slack: between 1 and 1.5 ns
  – Worst EP required: 3.22 ns
  – WS Path Type: reg -> reg
  – Largest stage delay on the critical path: 0.54 ns
  – Terminus of the critical flop-to-flop path: UUT.o_Row_Count[5]$_SDFFE_PP0N_
  – Crit path max-delay cell type: or4_1

Cells and area
  – Fillcell total: 943
  – Post-layout util: 0.212
  – Top logic cell by instance count in the layout: dfxtp_1
  – Share of cells above drive strength 1: 0.0854
  – Leading cell types in the layout, fill and taps excluded: dfxtp_1, clkdlybuf4s50_1, nor2_1
  – Post-route design area: 0.00187 sq mm
  – Combined area of the multi-input logic cells: approximately 570 sq um
  – Reg area: 841 sq um
  – P&R area growth vs syn: 29.8%

Logic synthesis
  – Synthesized instance count: roughly 140
  – Sequential fraction of the synthesis area: 0.582
  – EDFF count, synth: 0
  – Synthesized registers: 42
  – Unique cell type count in the Yosys netlist: 30
  – Async SR Flop Fraction: 0
  – Cell count in the Yosys report: roughly 140
  – Post-Synthesis Mean Instance Area: about 11 sq um
  – Main flop type: dfxtp_1
  – Area of the mapped netlist: 0.00144 sq mm
  – Post-synth area from yosys stat: around 0.0014 sq mm
  – Yosys warning total: 2

Pwr
  – Power per cell area: 645 mW/mm^2
  – Worst voltage drop across the vdd grid: between 0.15 and 0.2 mV
  – Leakage power: approximately 0.66 nW

Placement
  – Worst-case setup slack after placement: 1.15 ns
  – Port buffer count: 22
  – Final RePlAce weighted congestion: approximately 0.84
  – Placed Instance Area: around 0.0018 sq mm
  – DP HPWL: 2000 um

GRT
  – Met3 Usage GRT: 0.0120
  – Global-route usage over all layers: 0.0414
  – Most used routing layer: met2
  – Global routing met1 resource utilization: 0.0538
  – Initial antenna violation count: 0
  – First-pass GRT wire length: about 4700 um
  – Pin count of the biggest net entering global routing: 14
  – Global routing usage on met2: 0.0683
  – Vias in the first global route: slightly below 1000
  – Aggregate global routing overflow: 0

Outcome
  – Outcome: completed
==> layer usage <==
metal  share of wire  vias up
met3           0.045        3
met4           0.011        0
met1            0.46      461
li1                -      525
met2            0.49       23
met5               0        -
==> per-stage QoR <==
stage | cells | total power (W)
2_1_floorplan | 137 | 0.000797
3_3_place_gp | 264 | 0.000839
3_5_place_dp | 264 | 0.000846
4_1_cts | 272 | 0.00123
5_1_grt | 272 | 0.00128
6_report | 272 | 0.00121
==> cell families (layout without fill, tap and decap cells) <==
group / after synthesis / count (layout) / synth area share
AND/OR/NAND/NOR: 57 / 57 / 0.219
flip-flops: 42 / 42 / 0.582
AND-OR/OR-AND: 15 / 15 / 0.0659
XOR/XNOR: 11 / 11 / 0.0667
buffers and inverters: 7 / 34 / 0.0243
adder cells (fa/ha/maj): 4 / 4 / 0.0347
multiplexers: 1 / 1 / 0.00693
==> critical path, delay by kind of cell (launching register included) <==
family	cells	cell delay [ns]
buffers and inverters	1	0.07
flip-flops	1	0.36
adder cells (fa/ha/maj)	1	0.14
AND/OR/NAND/NOR	3	1.07
AND-OR/OR-AND	1	0.15
==> power by group <==
part | leakage [nW] | internal, W | switching [W]
Clock | 0.0472 | 0.000185 | 0.000189
Sequential | 0.347 | 0.000607 | 0.0000558
Combinational | 0.266 | 0.0000813 | 0.0000914
Total | 0.661 | 0.000873 | 0.000336
==> worst max-delay path by stage <==
stage	startpoint	endpoint	slack, ns
finish	UUT.o_Col_Count[0]$_SDFF_PP0_	UUT.o_Row_Count[5]$_SDFFE_PP0N_	1.12
CTS	UUT.o_Col_Count[0]$_SDFF_PP0_	UUT.o_Row_Count[8]$_SDFFE_PP0N_	1.12
global route	UUT.o_Col_Count[0]$_SDFF_PP0_	UUT.o_Row_Count[3]$_SDFFE_PP0N_	0.95
==> area by class of cell <==
cell class	instances	share of cell area
clock buffer	6	0.0441
multi-input combinational	88	0.303
sequential	42	0.449
timing repair buffer	22	0.117
tap	108	0.0721
clock inverter	2	0.00668
inverter	4	0.00801
==> synth_stat cells (all sizes together), types with 3 or more instances <==
cell	count	area share
dfxtp	42	0.58
nor2	20	0.054
nand3	10	0.038
nand2	7	0.018
xnor2	6	0.036
nand4	5	0.022
o31ai	5	0.026
xor2	5	0.030
a21oi	4	0.014
ha	4	0.035
inv	4	0.010
o21ai	4	0.014
or4	3	0.016
==> sequential cells by signal, summed over array words and instances (netlist names) <==
| signal | flops |
|---|---|
| o_HSync | 1 |
| UUT.o_Col_Count | 10 |
| UUT.o_Row_Count | 10 |
| o_Grn_Video | 3 |
| UUT.o_HSync | 1 |
| r_Blu_Video | 3 |
| r_Grn_Video | 3 |
| o_Red_Video | 3 |
| o_Blu_Video | 3 |
| UUT.o_VSync | 1 |
| r_Red_Video | 3 |
| o_VSync | 1 |
Power is estimated from default activity; no workload was simulated.
